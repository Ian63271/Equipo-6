## flow/design.v

```verilog
module multiplexor (
    input [31:0] dato1,
    input [31:0] dato2,
    input sel,
    output reg [31:0] muxOut
);
always @(*) begin
    case (sel)
        1'b0: muxOut = dato1;
        1'b1: muxOut = dato2;
        default: muxOut = 32'd0;
    endcase
end
endmodule
```

## flow/run.sh

```bash
#!/bin/bash
# OpenROAD 26Q1-2900-gdf79404cd8, Yosys 0.63+post, stock flow scripts
make -C /OpenROAD-flow-scripts/flow DESIGN_CONFIG=/design/flow/config.mk WORK_HOME=/design/flow/orfs finish
```

## flow/config.mk

```make
export PLATFORM = sky130hd
export DESIGN_NAME = multiplexor
export DESIGN_NICKNAME = multiplexor
export VERILOG_FILES = /design/flow/design.v
export SDC_FILE = /design/flow/constraint.sdc
export NUM_CORES = 4
export LEC_CHECK = 1
export CORE_AREA = 10 10 70 70
export DIE_AREA = 0 0 80 80
export SYNTH_HDL_FRONTEND = slang
```

## flow/constraint.sdc

```tcl
current_design multiplexor

set clk_period 1.0
set clk_io_pct 0.2

create_clock -name clk0 -period $clk_period

set non_clock_inputs [all_inputs -no_clocks]
set_input_delay [expr $clk_period * $clk_io_pct] -clock clk0 $non_clock_inputs
set_output_delay [expr $clk_period * $clk_io_pct] -clock clk0 [all_outputs]
```

==> job_summary.md <==
## PnR job results

| Metric | Value |
|---|---|
| Via count | `around 730` |
| Setup_tns | `-5030 ps` |
| Synth area leader | `mux2_4` |
| # DRC | `0` |
| Reg power frac | `0%` |
| Lkg Pwr | `between 0.0009 and 0.001 uW` |
| Port Buf Inserts | `approximately 97` |
| Mapped Area | `~540 sq um` |
| GP Congestion | `around 0.76` |
| Max-cap viol count | `0` |
| Power share of the combinational group | `~100%` |
| Die Y | `80 um` |
| Slowest cell on crit path | `mux2_4` |
| Met1 Routed Length | `1140 um` |
| Cells after Synth | `36` |
| Sw power | `approximately 140 uW` |
| Critical path's top delay family | `buffers and inverters` |
| Top Metal Used | `met3` |
| 1st-iter DRT viols | `4` |
| Switching share of total power | `21.3%` |
| Crit path buf inv count | `4` |
| Ys Warns | `0` |
| Pre-antenna DRT Iters | `2` |
| Count of flip-flops and latches | `0` |
| Crit path from | `sel` |
| Clock power share | `0%` |
| OpenROAD warning count | `34` |
| Fillers | `327` |
| Met2 WL | `1390 um` |
| Clkbuf count | `0` |
| RSZ-0062 raised after global routing | `true` |
| Count leader, synth | `mux2_4` |
| Crit start category | `input pin` |
| Die Wd | `around 80 um` |
| Worst path required time | `800 ps` |
| Final Critical Period | `1180 ps` |
| Max-area cell share | `~83%` |
| Fmax | `851 MHz` |
| Measured slew at the worst slew-check pin | `about 61 ps` |
| Gate Area | `480 sq um` |
| Failing checks | `negative setup slack` |
| Cell mode on critical path | `buf_12` |
| Post-CTS Hold Buffers | `0` |
| Largest net degree at the start of global routing | `8` |
| Drt total wl | `between 2000 and 3000 um` |
| Setup-failing EPs final | `32` |
| Yosys cell count | `36` |
| Met3 WL | `313 um` |
| Slew HR | `between 90% and 100%` |
| Final WS setup | `-175 ps` |
| Syn Area/Cell | `roughly 15 sq um` |
| Setup WS pre-CTS | `-497 ps` |
| Share of cells above drive strength 1 | `between 50% and 60%` |
| # diodes | `0` |
| Vias in the first global route | `about 820` |
| FF+latch area | `0 sq um` |
| Antenna violations before repair | `0` |
| Die area | `6400 sq um` |
| Chip Area, Yosys | `between 500 and 600 sq um` |
| Total Power | `660 uW` |
| Crit Path Max Fanout | `7` |
| Post-DR wirelength/cell | `approximately 15 um` |
| Io pins | `97` |
| PD cells | `a little under 400 nW/um^2` |
| Core Area | `approximately 3400 sq um` |
| Max-slew violations | `0` |
| Post-synth seq share | `0%` |
| Final period util | `118%` |
| Crit. path cell count | `5` |
| Fp_density | `roughly 16%` |
| Worst min-delay path class | `input pin to primary output` |
| Status | `finished with violations` |
| Netlist cell types | `4` |
| CP Class | `input pin to primary output` |
| Worst setup endpoint | `muxOut[31]` |
| CP max stage delay | `~300 ps` |
| Grt ovf | `0` |
| Critical Path End Type | `primary output` |
| Area Overhead vs Synth | `212%` |
| Worst path arrival time | `980 ps` |
| VDD IR max | `0.173 mV` |
| Post-route ant nets | `0` |
| Post-DP HPWL | `2400 um` |
| Internal | `519 uW` |
| # rows | `21` |
| Largest cells by area | `mux2_4, buf_12, mux2_2` |
| Global-route wire length before repair | `~4100 um` |
| GRT Util Overall | `under 10%` |
| CP cell instances | `buf_12 > buf_12 > buf_8 > mux2_4 > buf_6` |
| Commonest cells post-synth | `mux2_4, buf_12, mux2_2` |
| Final-report hold violation count | `0` |
| DR vias/cell | `around 3.8` |
[how the worst min path moves through the flow]
stage / cells past startpoint / slack [ps] / to / startpoint
final: 3 / 690 / muxOut[24] / dato1[24]
after global routing: 3 / 710 / muxOut[27] / dato1[27]
after CTS: 3 / 800 / muxOut[30] / dato1[30]
[kinds of logic after synthesis]
| group | share of synthesized area (%) |
|---|---|
| multiplexers | 86.9 |
| buffers and inverters | 13.1 |
[per-stage QoR]
step	cells	instance area [sq um]	utilization, %	hold slack (ps)
floorplan	36	544	-	498
global placement	177	1540	45.0	1330
detailed placement	177	1540	45.0	1330
CTS	192	1610	47.0	800
global route	192	1700	49.7	714
finish	192	1700	49.7	694
[timing repair]
action / CTS / global route
setup endpoints to repair: 32 / 32
resized: 170 / 23
gates cloned: 1 / 0
buffers inserted: 14 / 0
[final cells by class]
cell class / count / share of cell area, %
Multi-Input combinational cell: 32 / 28.3
Tap cell: 46 / 3.39
Timing Repair Buffer: 114 / 68.3
[metal layers]
layer	up-vias	GRT usage, %
li1	362	-
met1	317	8.97
met2	51	14.3
met3	0	3.07
met4	0	0
met5	-	0
[power by group through the flow]
| stage | Clock (uW) | Combinational [uW] | Sequential (uW) |
|---|---|---|---|
| after CTS | 0 | 644 | 0 |
| after global routing | 0 | 706 | 0 |
| final | 0 | 660 | 0 |
[cells in the final DEF, fill, tap and decap left out, drive strengths merged]
cell type	instances
dlymetal6s2s	14
buf	50
dlygate4sd2	40
mux2	32
clkdlybuf4s50	10
[worst min-delay path, cell delays in order]
cell	delay (ps)
dlymetal6s2s_1	80
mux2_4	130
buf_2	80
Power figures rest on the tool's default switching activity, not on a simulated workload.
